### design/flow/design.v
module counter( output [3:0] count,input clk,input clear);  
parameter lastnum = 4'd 11 ;
reg     [3:0] count;
always @ (posedge clk)
begin
    if (clear)
        count <= 0;   
    else if(count == lastnum)
        count <= lastnum;
    else 
    	count <= count + 1;
end 
endmodule
module RX_control_unit( clear, readinterrupt,clk, count, in);
output clear, readinterrupt;
input clk,in;
input   [3:0] count ;
reg     clear ,readinterrupt,temp;
always @ (posedge clk)
begin
	readinterrupt <= (in &&(count==9));
	if (in)
		temp = (count == 9)?0:1;
    if (temp) 
		clear = 0;
	else 
		clear = 1;
end 
endmodule
module recieved_data(out, clk, in,clear,parity);
output [7:0] out ;
output  parity;
input   clk, in,clear;  
reg     [9:0] out1 ;
reg   parity;
reg [7:0] out ;
always @ (posedge clk)
begin
	out1 <= {in,out1[9:1]};
	out <= out1[8:1] ;
	parity <= (~clear) &(in ^ parity);  
end 
endmodule
module RX(out,parity,readinterrupt, clk, in);
output [7:0] out ;
output  parity ,readinterrupt;
input   clk, in;
wire    [7:0] out;
wire  parity ,readinterrupt ,clear;
wire [3:0] count ;
counter a1 (.count (count) , .clk (clk) , .clear (clear));
RX_control_unit a2( .readinterrupt (readinterrupt),  .clk (clk) , .clear (clear) , .in (in) ,.count (count));
recieved_data a3 (.out (out) , .clk (clk) , .clear (clear) , .in (in) , .parity (parity) );
endmodule
module TX_control_unit( clear, writedone, clk, count ,writestart ,start,paritybit,finish,clearbit);
output clear, writedone ,start,paritybit,finish,clearbit;
input   clk ,writestart;
input   [3:0] count ;
reg     clear ,writedone ,start,paritybit,finish,temp,clearbit;
always @ (posedge clk)
begin
    start <= writestart;
    finish <= (count==8);
    paritybit <=  (count==7);
    writedone <= (count==9);
    clearbit <= (count==1);
    if ( writestart ) 
        begin
        	temp <= 1;
            clear <= 0;
        end
    if (temp) begin
    	clear <= 0;
    	if( count == 9) 
            temp <= 0;	
    end
    else 
    	clear <= 1;
end 
endmodule
module data_to_be_sent(out, clk, in,start,paritybit,finish,clearbit);
output out ;
input   clk ,start,paritybit,finish,clearbit;
input   [7:0] in;
reg     out ,parity;
reg [7:0] temp ;
always @ (posedge clk)
begin
    if (start || finish) begin
        out <= 1;
        parity <=0;
        temp <= (finish)?0:in;
    end
    else if (paritybit) begin
        out <= ~parity;
    end
    else begin       
            out <= temp[0];
            parity <= parity ^ out;
            temp <= temp >> 1; 
    end
end 
endmodule
module TX(out, clk, in, writedone ,writestart);
output  out ,writedone ;
input   clk, writestart;
input 	[7:0] in ;
wire    out, paritybit ,writedone ,writestart,clear,start,finish,clearbit;
wire [3:0] count ;
counter #(.lastnum (12)) a100 ( .count (count) , .clk (clk) , .clear (clear));
TX_control_unit a200 ( .writedone (writedone) ,  .clk (clk) , .clear (clear)  ,.count (count) , .writestart (writestart)
 , .start (start), .paritybit (paritybit) , .finish (finish),.clearbit (clearbit) );
data_to_be_sent a300 (.out (out) , .clk (clk)  , .in (in) , .paritybit (paritybit) , .start (start) , .finish (finish)
 , .clearbit (clearbit));
endmodule
module UART( clk, writestart ,in , writedone ,data_out ,data_in  ,out ,readinterrupt  ,parity);
output  writedone  ,readinterrupt  ,parity  ,data_out;
output  [7:0] out ;
input   clk, writestart ,data_in;
input 	[7:0] in ;
wire    data , writedone  ,readinterrupt  ,parity;
wire 	[7:0] out ;
TX a0 (.out (data_out), .clk (clk), .in (in), .writedone (writedone) ,.writestart (writestart) ); 
RX a1 (.out (out), .parity (parity) ,.readinterrupt (readinterrupt) , .clk (clk), .in (data_in)); 
endmodule
### design/flow/constraint.sdc
current_design UART

set clk_period 2.5
set clk_io_pct 0.2

create_clock -name clk0 -period $clk_period [get_ports {clk}]

set non_clock_inputs [all_inputs -no_clocks]
set_input_delay [expr $clk_period * $clk_io_pct] -clock clk0 $non_clock_inputs
set_output_delay [expr $clk_period * $clk_io_pct] -clock clk0 [all_outputs]
### design/flow/config.mk
export PLATFORM = sky130hd
export DESIGN_NAME = UART
export DESIGN_NICKNAME = UART
export VERILOG_FILES = /design/flow/design.v
export SDC_FILE = /design/flow/constraint.sdc
export NUM_CORES = 4
export LEC_CHECK = 1
export CORE_AREA = 10 10 104 104
export DIE_AREA = 0 0 114 114
### design/flow/run.sh
#!/bin/bash
# OpenROAD 26Q1-2900-gdf79404cd8, Yosys 0.63+post, stock flow scripts
make -C /OpenROAD-flow-scripts/flow DESIGN_CONFIG=/design/flow/config.mk WORK_HOME=/design/flow/orfs finish
==> reports/qor.yml <==
run_status:
  status: "complete, no violations"
floorplanning:
  die_h_um: 114
  die_area_sq_um: 13000
  num_rows: 34
  die_x_um: 114
  ios: 23
  fp-utilization: 0.155
  core_area_sq_um: 8680
placed_design:
  portBuffers: 22
  gp_routability_congestion: 0.717
  dpl-instance-area_sq_um: 1630
  pre_cts_ws_ns: 0.958
critical_path:
  end_kind: "output pin"
  max_stage_delay_ns: 0.47
  path_buffers: 1
  crit_chain: "clkdlybuf4s50_1"
  r2r_slack_ns: 1.10
  crit_slowest_cell: "clkdlybuf4s50_1"
  worstSetupStartpoint: "a1.a3.parity"
  cp_top_family: "buffers and inverters"
  cp_max_fo: 2
  cp.required_ns: 2.00
  cp.arrival_ns: 1.09
  r2r-start: "a0.a200.start"
  worst-setup-path-type: "register to output pin"
  cp-start-kind: "register"
drt:
  drtIter0Drc: 38
  ant_nets: 0
  drc: 0
  vias: 766
  dr.pass1.iters: 4
  wl_per_cell_um: 9.26
  via_per_inst: 3.21
  diodes: 0
  drt-total-wl_um: 2210
final_timing:
  slew_headroom: 0.665
  tightestPinTransition_ns: 0.502
  min_period_ns: 1.59
  setup_slack_ns: 0.908
  clock_skew_ns: 0.00464
  max_freq_mhz: 628
  timing.final.crit_share: 0.637
  maxSlewViolCount: 0
  finalSetupViolations: 0
  hold_viol: 0
  rsz0062_at_grt: "false"
  hold_ws_ns: 0.329
  tns_ns: 0
run:
  max_cap_viol_count: 0
  log.warning_count: 28
logic_synthesis:
  yosys.area.top_type_share: 0.432
  top_area_cell: "dfxtp_1"
  synth_area_per_cell_sq_um: 12.1
  synth_warnings: 6
  syn_inst: 111
  yosys-stat-area_sq_um: 1340
  synthArstFlopShare: 0
  ys_types: 24
  ys_ff: 38
  ys_seq_share: 0.633
  ys.flop_type: "dfxtp_1"
  ys_cells: 111
  netlist_area_sq_um: 1340
  edf_count: 9
  area_leaders: "dfxtp_1 43%, edfxtp_1 20%, mux2i_1 6.0%"
global_routing:
  first_global_vias: 761
  track_usage: 0.0347
  grt_max_degree: 14
  overflow: 0
  antenna_found_initial: 0
  grt_pass1_wl_um: 3670
finish:
  postLayoutCellArea_sq_um: 1740
  area_growth_syn_to_layout_pct: 29.5
  drive_above_1_share: 0.0840
  lay_top_count: "dfxtp_1"
  most-common-layout-cells: "29 x dfxtp_1, 22 x clkdlybuf4s50_1, 15 x nor2_1"
cts:
  cts-htree-levels: 2
  hold_buffers: 0
  cts_tree: "yes"
  cts.repair.resized: 0
  clk_path_buf_depth: 2
  postCtsSetupBuffers: 0
  worstSkewPairLatency_ns: 0.28
  numCtsBuffers: 5
  cts.sinks: 38
  clockRootBuffer: "clkbuf_8"
  clkSlewWorstSetupHoldPaths_ns: 0.07
min_path:
  min_from: "a1.a3.out1[8]"
  min_path_type: "register to register"
power:
  powerDensity_nw_per_um2: 1070
  peakVddDrop_mv: 0.475
  p_leak_nw: 0.686
==> cell usage after synthesis (2+ instances only) <==
| cell | instances |
|---|---|
| mux2i_1 | 8 |
| nor3b_1 | 2 |
| nand2_1 | 7 |
| nand3_1 | 2 |
| xnor2_1 | 2 |
| a31oi_1 | 2 |
| dfxtp_1 | 29 |
| a21oi_1 | 3 |
| nor2_1 | 15 |
| inv_1 | 4 |
| ha_1 | 5 |
| and3b_1 | 2 |
| buf_4 | 9 |
| edfxtp_1 | 9 |
| nor3_1 | 3 |
==> flip-flops by register name, summed over array words and instances (netlist names), 4 cells and up, named ones only <==
register,flops
a1.a3.out1,10
a0.a100.count,4
a1.a1.count,4
a0.a300.temp,8
==> layout make-up <==
type	instances	area [sq um]
fillers	961	6940
well taps	108	135
clock buffers	5	68.8
flip-flops and latches	38	851
repair buffers	22	220
multi-input cells	59	405
clock inverters	3	45.0
inverters	4	15.0
==> final timing paths <==
kind,end,cells past startpoint
setup / recovery,parity,1
hold / removal,a1.a3.out1[7],0
setup reg to reg,a0.a300.temp[4],2
hold reg to reg,a1.a3.out1[7],0
==> report_power, final <==
group | total, mW | internal (mW) | switching (mW)
combinational | 0.375 | 0.227 | 0.148
sequential | 0.979 | 0.832 | 0.147
clock | 0.513 | 0.297 | 0.216
==> per-stage QoR <==
step / util / instances / total power, mW
2_1_floorplan: - / 111 / 1.24
3_3_place_gp: 0.187 / 231 / 1.36
3_5_place_dp: 0.187 / 231 / 1.38
4_1_cts: 0.201 / 239 / 1.90
5_1_grt: 0.201 / 239 / 2.03
6_report: 0.201 / 239 / 1.87
==> logic make-up after synthesis <==
group	count (synthesis)	share of synthesized area
adders and majority gates	5	0.0466
AOI/OAI and AO/OA	8	0.0438
muxes	8	0.0596
and+or+nand+nor	35	0.132
xor gates and xnor gates	3	0.0196
buffers and inverters	14	0.0652
DFF	38	0.633
==> per-layer routing <==
layer / vias up / global-route usage / share of wire
met5: - / 0 / 0
met4: 0 / 0.00418 / 0
met1: 353 / 0.0464 / 0.46
met2: 16 / 0.0486 / 0.44
met3: 0 / 0.0207 / 0.095
li1: 397 / - / -
No activity file was given, so power comes from the tool's default toggle rates.
